--- config.mk ---
export PLATFORM = sky130hd
export DESIGN_NAME = digital_clock
export DESIGN_NICKNAME = digital_clock
export VERILOG_FILES = /design/flow/design.v
export SDC_FILE = /design/flow/constraint.sdc
export NUM_CORES = 4
export LEC_CHECK = 1
export CORE_UTILIZATION = 40
--- run.sh ---
#!/bin/bash
# OpenROAD 26Q1-2900-gdf79404cd8, Yosys 0.63+post, stock flow scripts
make -C /OpenROAD-flow-scripts/flow DESIGN_CONFIG=/design/flow/config.mk WORK_HOME=/design/flow/orfs finish
--- constraint.sdc ---
current_design digital_clock

set clk_period 7.2
set clk_io_pct 0.2

create_clock -name clk0 -period $clk_period [get_ports {clk}]
create_clock -name clk1 -period $clk_period [get_ports {ticker}]

set non_clock_inputs [all_inputs -no_clocks]
set_input_delay [expr $clk_period * $clk_io_pct] -clock clk0 $non_clock_inputs
set_output_delay [expr $clk_period * $clk_io_pct] -clock clk0 [all_outputs]
--- design.v ---
module digital_clock (set_min, set_hr, set_day, set_month,tstamp,clk,enable_pulse,ticker,set_date_time);
  output  enable_pulse;   
  output [25:0] tstamp;
  input [5:0] set_min;
  input [4:0] set_hr, set_day;
  input [3:0] set_month;
  input set_date_time,clk,ticker;  
  reg [25:0] clk_c;  
  reg [5:0] sec_c , min_c;
  reg [4:0] hr_c,day_c;
  reg [3:0] mon_c;
  reg [1:0] tick_c;
  reg enable_pulse,tick_flag ;
  assign tstamp ={mon_c,day_c,hr_c,min_c,sec_c};  
  always @ (posedge ticker)   
  begin
  if (tick_c==2)
    begin 
      tick_c <= 2'b00 ;
      enable_pulse <=1'b0;
      tick_flag <=1'b1;    
    end
  if ((min_c==1 || min_c==15 || min_c==30 || min_c==46) && ~tick_flag )
    begin
      enable_pulse <=1'b1;
      tick_c <= tick_c+1;
    end
  end
  always@(posedge clk)
  begin
    if (~set_date_time)
      begin
        clk_c <= {26*(1'b0)};
        sec_c <= {6*(1'b0)};
        min_c <= set_min;
        hr_c <= set_hr;
        day_c <= set_day;
        mon_c <= set_month;
        enable_pulse <=1'b0;
      end
    else
    begin
    if(clk_c < 26'h2FAF080)
      clk_c <= clk_c +1 ;
    else 
      begin 
        clk_c <= {26*(1'b0)} ;
        sec_c <= sec_c +1 ;
      end
    if(sec_c == 60 && min_c != 59)  
      begin 
        min_c <= min_c + 1 ;
        tick_flag <= 1'b0;   
        sec_c <= {6*(1'b0)} ;   
      end
    if (min_c == 59 && sec_c == 60 && hr_c != 23)  
      begin
        hr_c <= hr_c + 1 ;
        min_c <= {6*(1'b0)} ;
        tick_flag <= 1'b0;
        sec_c <= {6*(1'b0)} ;
      end
    if(hr_c == 23 && min_c == 59 && sec_c == 60 && day_c !=29 )  
      begin
        day_c <= day_c +1 ;
        hr_c <= {5*(1'b0)} ;
        min_c <= {6*(1'b0)} ;
        tick_flag <= 1'b0;
        sec_c <= {6*(1'b0)} ;
      end
    if(day_c==29 && hr_c == 23 && min_c == 59 && sec_c == 60 && mon_c !=11)  
      begin 
        mon_c <= mon_c +1;
        day_c <= {5*(1'b0)} ;
        hr_c <= {5*(1'b0)} ;
        min_c <= {6*(1'b0)} ;
        tick_flag <= 1'b0;
        sec_c <= {6*(1'b0)} ;
      end
    if(mon_c==11 && day_c==29 && hr_c == 23 && min_c == 59 && sec_c == 60)  
      begin
        mon_c <= {4*(1'b0)};
        day_c <= {5*(1'b0)} ;
        hr_c <= {5*(1'b0)} ;
        min_c <= {6*(1'b0)} ;
        tick_flag <= 1'b0;
        sec_c <= {6*(1'b0)} ;  
      end
      end
  end
endmodule   
==> job_summary.md <==
## PnR job results

| Metric | Value |
|---|---|
| Filler cells | `595` |
| WL/cell | `12.0 µm` |
| Mux frac, synth | `0.383%` |
| Final setup margin | `4.21 ns` |
| Post-Route WL | `4.83 mm` |
| Post-CTS sizing | `0` |
| Die Area | `6860 µm²` |
| Initial antenna violation count | `0` |
| Cell count in the Yosys report | `279` |
| Detailed placement HPWL | `3.40 mm` |
| Core area | `6310 µm²` |
| Setup Viol. Count Final | `0` |
| Grt total ovfl | `0` |
| DP Worst Slack | `3.92 ns` |
| Ant diodes | `0` |
| CTS Buf Count | `5` |
| Startpoint class of the critical path | `primary input` |
| CP arrival | `3.23 ns` |
| WHS | `0.451 ns` |
| Ys flop type | `dfxtp_1` |
| Hold/Removal Path Class | `reg2reg` |
| Floorplan core density | `41.4%` |
| #FFs+latches synth | `52` |
| Register share after synthesis | `47.5%` |
| Via count | `2,016` |
| Final Power | `0.549 mW` |
| Seq. cell area | `1240 µm²` |
| DIE HEIGHT | `82.8 µm` |
| Post-DRT Antenna Nets | `0` |
| DR iter-0 viols | `84` |
| Mapped Cells | `279` |
| Max Cap Viol | `0` |
| CTS root buffer | `clkbuf_8` |
| Vias in the first global route | `1,768` |
| Final clock skew | `0.00977 ns` |
| Fin Setup TNS | `0 ns` |
| Share of cells above drive strength 1 | `2.45%` |
| Area growth, synth to finish | `23.2%` |
| Worst hold path depth | `1` |
| Final Wtd Congestion | `0.747` |
| Critical path type | `in2reg` |
| DRT Pass-1 Iters | `4` |
| Drt drc | `0` |
| Simple Share, Synth | `21.2%` |
| CTS tree | `done` |
| R2R Path Start | `sec_c[0]$_SDFFE_PP0P_` |
| Comb area | `1220 µm²` |
| Critical path origin | `set_date_time` |
| Leakage | `1.19 nW` |
| XORs/XNORs by Area | `12.4%` |
| Final hold violation count | `0` |
| Post-synth ARST share | `0%` |
| Synthesis Warnings | `4` |
| PortBufs | `47` |
| Maximum root-to-sink buffer count | `2` |
| H-tree depth | `2` |
| Reg2reg end | `hr_c[3]$_DFFE_PP_` |
| Post-CTS setup buffers | `0` |
| Die Width | `82.8 µm` |
| CTS Hold Bufs | `0` |
| Library cells used by synthesis | `39` |
| Largest net degree at the start of global routing | `35` |
| Clock Sinks | `52` |
| RSZ-0062 raised after global routing | `false` |
| Most frequent cells in the layout | `clkdlybuf4s50_1, nor2_1, dfxtp_1` |
| Top comb family, area | `simple AND/OR/NAND/NOR gates` |
| Fa+ha+maj area frac | `3.83%` |
| Max-slew violations | `0` |
| GRT Util Overall | `15.2%` |
| Syn Area/Cell | `9.36 µm²` |
| Power density over cell area | `170 nW/µm²` |
| Slew margin rel. | `45.2%` |
| Reg2Reg Depth | `6` |
| Maximum VDD drop | `0.0902 mV` |
| CP max FO | `34` |
| Yosys aoi share | `8.77%` |
| Clock-pin slew on the worst setup and hold paths | `0.09 ns` |
| FP Rows | `29` |
| Via density per instance | `5.00` |
| Ports | `50` |
| Number of enable flip-flop cells | `20` |
| Worst R2R Setup Slack | `4.64 ns` |
| Syn Std Cell Area | `2610 µm²` |
| Status | `completed` |
| Crit path DRT | `7.44 ns` |
| Top cell excl fill/tap | `clkdlybuf4s50_1` |
| Crit end category | `register` |
| Count of tool warnings | `29` |
| Worst-Margin Slew | `0.821 ns` |
| Critical Path End | `sec_c[5]$_SDFFE_PP0P_` |
| First-pass GRT wire length | `7.78 mm` |
| Synthesis area per yosys | `2610 µm²` |
[metrics by stage]
| step | util (%) | instances | cell area, µm² |
|---|---|---|---|
| floorplan | - | 279 | 2610 |
| global route | 51.0 | 403 | 3220 |
| finish | 51.0 | 403 | 3220 |
| CTS | 51.0 | 403 | 3220 |
| global placement | 49.7 | 395 | 3140 |
| detailed placement | 49.7 | 395 | 3140 |
[registers in the layout (all words and copies together) (netlist names)]
| name | cells |
|---|---|
| mon_c | 4 |
| day_c | 5 |
| hr_c | 5 |
| sec_c | 6 |
| clk_c | 26 |
| min_c | 6 |
[worst min path at each step]
stage | from | end | slack, ns
4_1_cts | clk_c[0]$_SDFF_PN0_ | clk_c[0]$_SDFF_PN0_ | 0.45
5_1_grt | clk_c[0]$_SDFF_PN0_ | clk_c[0]$_SDFF_PN0_ | 0.49
6_report | clk_c[0]$_SDFF_PN0_ | clk_c[0]$_SDFF_PN0_ | 0.45
[final cells by class]
cell class | count | area share, %
multi-input cells | 191 | 37.9
inverters | 27 | 3.15
clock inverters | 1 | 0.117
flip-flops and latches | 52 | 38.6
repair buffers | 48 | 14.9
clock buffers | 7 | 2.37
well taps | 77 | 2.99
[cells in the mapped netlist (2+ instances only)]
cell / n / area [µm²]
xor2_1: 16 / 140
o22ai_1: 14 / 87.6
a21oi_1: 4 / 20.0
and4_1: 5 / 43.8
clkbuf_1: 5 / 18.8
nor2_1: 35 / 131
nand4_1: 9 / 56.3
xnor2_1: 21 / 184
or4_1: 2 / 15.0
nor3_1: 6 / 30.0
dfxtp_1: 32 / 641
or3_1: 2 / 12.5
edfxtp_1: 20 / 601
and2_1: 5 / 31.3
nand2_1: 14 / 52.6
inv_1: 27 / 101
o21ai_0: 7 / 35.0
and3_1: 4 / 25.0
buf_2: 2 / 10.0
ha_1: 8 / 100
o21ai_1: 2 / 10.0
nand3_1: 22 / 110
[kinds of logic after synthesis]
logic type                 after synthesis
buffers and inverters                   36
adders and majority gates                8
xor gates and xnor gates                37
DFF                                     52
other                                    1
AOI/OAI and AO/OA                       34
muxes                                    1
and+or+nand+nor                        110
[report_power, final]
| part | total [mW] | switching, mW | internal [mW] | leakage, nW |
|---|---|---|---|---|
| Clock | 0.154 | 0.0857 | 0.0678 | 0.0399 |
| Combinational | 0.0642 | 0.0239 | 0.0403 | 0.694 |
| Sequential | 0.331 | 0.0114 | 0.319 | 0.456 |
[worst max-delay path: stages]
cell and delay (ns):
clkdlybuf4s50_1 0.46, buf_4 0.32, and2_1 0.21, inv_1 0.18, or4_1 0.54, nand2_1 0.08
[metal layers]
layer  track usage, %  vias up  routed length, µm
li1                 -     1056                  -
met1             24.8      911               2500
met2             22.3       41               1970
met3             3.44        8                299
met4             1.72        0                 57
met5                0        -                  0
No activity file was given, so power comes from the tool's default toggle rates.
